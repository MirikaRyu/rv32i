<file path="flow/config.mk">
export PLATFORM = sky130hd
export DESIGN_NAME = RegisterFile
export DESIGN_NICKNAME = RegisterFile
export VERILOG_FILES = /design/flow/design.v
export SDC_FILE = /design/flow/constraint.sdc
export NUM_CORES = 4
export LEC_CHECK = 1
export CORE_UTILIZATION = 40
</file>
<file path="flow/constraint.sdc">
current_design RegisterFile

set clk_period 11.5
set clk_io_pct 0.2

create_clock -name clk0 -period $clk_period [get_ports {clk}]

set non_clock_inputs [all_inputs -no_clocks]
set_input_delay [expr $clk_period * $clk_io_pct] -clock clk0 $non_clock_inputs
set_output_delay [expr $clk_period * $clk_io_pct] -clock clk0 [all_outputs]
</file>
<file path="flow/design.v">
module RegisterFile
    (input wire clk,
     input wire rst,
     input wire [4 : 0] rs1Addr_In,
     output reg [31 : 0] rs1_Out,
     input wire rs1Enable_In,
     input wire [4 : 0] rs2Addr_In,
     output reg [31 : 0] rs2_Out,
     input wire rs2Enable_In,
     input wire [4 : 0] rdAddr_In,
     input wire [31 : 0] rd_In,
     input wire rdEnable_In);
    reg [31 : 0] reg_x1;
    reg [31 : 0] reg_x2;
    reg [31 : 0] reg_x3;
    reg [31 : 0] reg_x4;
    reg [31 : 0] reg_x5;
    reg [31 : 0] reg_x6;
    reg [31 : 0] reg_x7;
    reg [31 : 0] reg_x8;
    reg [31 : 0] reg_x9;
    reg [31 : 0] reg_x10;
    reg [31 : 0] reg_x11;
    reg [31 : 0] reg_x12;
    reg [31 : 0] reg_x13;
    reg [31 : 0] reg_x14;
    reg [31 : 0] reg_x15;
    reg [31 : 0] reg_x16;
    reg [31 : 0] reg_x17;
    reg [31 : 0] reg_x18;
    reg [31 : 0] reg_x19;
    reg [31 : 0] reg_x20;
    reg [31 : 0] reg_x21;
    reg [31 : 0] reg_x22;
    reg [31 : 0] reg_x23;
    reg [31 : 0] reg_x24;
    reg [31 : 0] reg_x25;
    reg [31 : 0] reg_x26;
    reg [31 : 0] reg_x27;
    reg [31 : 0] reg_x28;
    reg [31 : 0] reg_x29;
    reg [31 : 0] reg_x30;
    reg [31 : 0] reg_x31;
    always @(*)
    begin
        if (rs1Enable_In)
            case (rs1Addr_In)
                5'd0:
                    rs1_Out = 0;
                5'd1:
                    rs1_Out = reg_x1;
                5'd2:
                    rs1_Out = reg_x2;
                5'd3:
                    rs1_Out = reg_x3;
                5'd4:
                    rs1_Out = reg_x4;
                5'd5:
                    rs1_Out = reg_x5;
                5'd6:
                    rs1_Out = reg_x6;
                5'd7:
                    rs1_Out = reg_x7;
                5'd8:
                    rs1_Out = reg_x8;
                5'd9:
                    rs1_Out = reg_x9;
                5'd10:
                    rs1_Out = reg_x10;
                5'd11:
                    rs1_Out = reg_x11;
                5'd12:
                    rs1_Out = reg_x12;
                5'd13:
                    rs1_Out = reg_x13;
                5'd14:
                    rs1_Out = reg_x14;
                5'd15:
                    rs1_Out = reg_x15;
                5'd16:
                    rs1_Out = reg_x16;
                5'd17:
                    rs1_Out = reg_x17;
                5'd18:
                    rs1_Out = reg_x18;
                5'd19:
                    rs1_Out = reg_x19;
                5'd20:
                    rs1_Out = reg_x20;
                5'd21:
                    rs1_Out = reg_x21;
                5'd22:
                    rs1_Out = reg_x22;
                5'd23:
                    rs1_Out = reg_x23;
                5'd24:
                    rs1_Out = reg_x24;
                5'd25:
                    rs1_Out = reg_x25;
                5'd26:
                    rs1_Out = reg_x26;
                5'd27:
                    rs1_Out = reg_x27;
                5'd28:
                    rs1_Out = reg_x28;
                5'd29:
                    rs1_Out = reg_x29;
                5'd30:
                    rs1_Out = reg_x30;
                5'd31:
                    rs1_Out = reg_x31;
            endcase
        else
            rs1_Out = 0;
    end
    always @(*)
    begin
        if (rs2Enable_In)
            case (rs2Addr_In)
                5'd0:
                    rs2_Out = 0;
                5'd1:
                    rs2_Out = reg_x1;
                5'd2:
                    rs2_Out = reg_x2;
                5'd3:
                    rs2_Out = reg_x3;
                5'd4:
                    rs2_Out = reg_x4;
                5'd5:
                    rs2_Out = reg_x5;
                5'd6:
                    rs2_Out = reg_x6;
                5'd7:
                    rs2_Out = reg_x7;
                5'd8:
                    rs2_Out = reg_x8;
                5'd9:
                    rs2_Out = reg_x9;
                5'd10:
                    rs2_Out = reg_x10;
                5'd11:
                    rs2_Out = reg_x11;
                5'd12:
                    rs2_Out = reg_x12;
                5'd13:
                    rs2_Out = reg_x13;
                5'd14:
                    rs2_Out = reg_x14;
                5'd15:
                    rs2_Out = reg_x15;
                5'd16:
                    rs2_Out = reg_x16;
                5'd17:
                    rs2_Out = reg_x17;
                5'd18:
                    rs2_Out = reg_x18;
                5'd19:
                    rs2_Out = reg_x19;
                5'd20:
                    rs2_Out = reg_x20;
                5'd21:
                    rs2_Out = reg_x21;
                5'd22:
                    rs2_Out = reg_x22;
                5'd23:
                    rs2_Out = reg_x23;
                5'd24:
                    rs2_Out = reg_x24;
                5'd25:
                    rs2_Out = reg_x25;
                5'd26:
                    rs2_Out = reg_x26;
                5'd27:
                    rs2_Out = reg_x27;
                5'd28:
                    rs2_Out = reg_x28;
                5'd29:
                    rs2_Out = reg_x29;
                5'd30:
                    rs2_Out = reg_x30;
                5'd31:
                    rs2_Out = reg_x31;
            endcase
        else
            rs2_Out = 0;
    end
    always @(posedge clk)
    begin
        if (rst)
        begin
            reg_x1 <= 0;
            reg_x2 <= 0;
            reg_x3 <= 0;
            reg_x4 <= 0;
            reg_x5 <= 0;
            reg_x6 <= 0;
            reg_x7 <= 0;
            reg_x8 <= 0;
            reg_x9 <= 0;
            reg_x10 <= 0;
            reg_x11 <= 0;
            reg_x12 <= 0;
            reg_x13 <= 0;
            reg_x14 <= 0;
            reg_x15 <= 0;
            reg_x16 <= 0;
            reg_x17 <= 0;
            reg_x18 <= 0;
            reg_x19 <= 0;
            reg_x20 <= 0;
            reg_x21 <= 0;
            reg_x22 <= 0;
            reg_x23 <= 0;
            reg_x24 <= 0;
            reg_x25 <= 0;
            reg_x26 <= 0;
            reg_x27 <= 0;
            reg_x28 <= 0;
            reg_x29 <= 0;
            reg_x30 <= 0;
            reg_x31 <= 0;
        end
        else if (rdEnable_In)
        begin
            case (rdAddr_In)
                5'd0:
                    ;
                5'd1:
                    reg_x1 <= rd_In;
                5'd2:
                    reg_x2 <= rd_In;
                5'd3:
                    reg_x3 <= rd_In;
                5'd4:
                    reg_x4 <= rd_In;
                5'd5:
                    reg_x5 <= rd_In;
                5'd6:
                    reg_x6 <= rd_In;
                5'd7:
                    reg_x7 <= rd_In;
                5'd8:
                    reg_x8 <= rd_In;
                5'd9:
                    reg_x9 <= rd_In;
                5'd10:
                    reg_x10 <= rd_In;
                5'd11:
                    reg_x11 <= rd_In;
                5'd12:
                    reg_x12 <= rd_In;
                5'd13:
                    reg_x13 <= rd_In;
                5'd14:
                    reg_x14 <= rd_In;
                5'd15:
                    reg_x15 <= rd_In;
                5'd16:
                    reg_x16 <= rd_In;
                5'd17:
                    reg_x17 <= rd_In;
                5'd18:
                    reg_x18 <= rd_In;
                5'd19:
                    reg_x19 <= rd_In;
                5'd20:
                    reg_x20 <= rd_In;
                5'd21:
                    reg_x21 <= rd_In;
                5'd22:
                    reg_x22 <= rd_In;
                5'd23:
                    reg_x23 <= rd_In;
                5'd24:
                    reg_x24 <= rd_In;
                5'd25:
                    reg_x25 <= rd_In;
                5'd26:
                    reg_x26 <= rd_In;
                5'd27:
                    reg_x27 <= rd_In;
                5'd28:
                    reg_x28 <= rd_In;
                5'd29:
                    reg_x29 <= rd_In;
                5'd30:
                    reg_x30 <= rd_In;
                5'd31:
                    reg_x31 <= rd_In;
            endcase
        end
    end
endmodule
</file>
<file path="flow/run.sh">
#!/bin/bash
# OpenROAD 26Q1-2900-gdf79404cd8, Yosys 0.63+post, stock flow scripts
make -C /OpenROAD-flow-scripts/flow DESIGN_CONFIG=/design/flow/config.mk WORK_HOME=/design/flow/orfs finish
</file>
==> flow.log <==
[flow] collecting metrics
INFO  metric synth_flops = 992
INFO  metric static_leak = 19.0 nW
INFO  metric detail_route.vias_per_cell = 7.11
INFO  metric floorplan.core_util = 0.404
INFO  metric largest_area_cell = dfxtp_1
INFO  metric net_sw_frac = 0.274
INFO  metric postCtsHoldBufs = 0
INFO  metric fin_crit = 9.31 ns
INFO  metric root_buffer_selected_by_cts = clkbuf_16
INFO  metric prevailing_post_synth_register_cell = dfxtp_1
INFO  metric numClockSinks = 992
INFO  metric chipWidth = 350 µm
INFO  metric critical_path.startpoint_type = input pin
INFO  metric reg2reg_setup_slack = 10.62 ns
INFO  metric global_route.overflow_total = 0
INFO  metric num-fill-cells = 11,985
INFO  metric instance_tally_after_logic_synthesis = 6,546
INFO  metric finalWirelength = 352 mm
INFO  metric ys_async_sr_fraction = 0
INFO  metric openroad.warnings = 40
INFO  metric post-route-drc-count = 0
INFO  metric avgRoutedWirePerCell = roughly 43 µm
INFO  metric syn-mean-instance-area = 7.42 µm²
INFO  metric drt_pass1_iterations = 10
INFO  metric synth_warnings = 1
INFO  metric final_hold_viol_count = 0
INFO  metric post_cts_setup_buffers = 0
INFO  metric dr_total_vias = between 50,000 and 60,000
INFO  metric cap_violations = 0
INFO  metric end_kind = output pin
INFO  metric grt_first_pass_wirelength = 463 mm
INFO  metric layout_area_overhead = 14.6%
INFO  metric number_of_input_and_output_port_buffers_inserted = 115
INFO  metric post_layout_nonfiller_instances = 8,132
INFO  metric timing.critical_path.arrival = roughly 7.0 ns
INFO  metric chipArea = 0.123 mm²
INFO  metric clock_tree_from_tritoncts = yes
INFO  metric unrepaired_setup_endpoints_after_global_routing = false
INFO  metric timing.max_slew.rel_slack = 0.110
INFO  metric floorplan.die.height = 350 µm
INFO  metric finalSetupTns = 0 ns
INFO  metric via_count_of_the_first_global_routing_pass = 52,667
INFO  metric design.core.area = 0.120 mm²
INFO  metric antenna_found_initial = ~48
INFO  metric fmax = 107 MHz
INFO  metric skew_final = 0 ns
INFO  metric drt-initial-drc-count = between 9,000 and 10,000
INFO  metric numCtsBuffers = 111
INFO  metric synth-edff-count = 0
INFO  metric fin_area = 0.0556 mm²
INFO  metric report.power.total = 8.02 mW
INFO  metric power.switching = 2.19 mW
INFO  metric worst_slew_pin_tran = approximately 1.3 ns
INFO  metric cell_internal_pwr = 5.83 mW
INFO  metric delay_of_the_slowest_cell_on_the_worst_path = approximately 0.80 ns
INFO  metric number_of_cells_on_the_worst_reg_to_reg_path = 2
INFO  metric postCtsResizedCells = 0
INFO  metric final-max-slew-violation-count = 0
INFO  metric power_frac_clock = 0.488
INFO  metric synth.yosys.num_cells = 6,546
INFO  metric pin_count = 116
INFO  metric worstPathMaxFanout = 22
INFO  metric cellPowerDensity = between 100 and 150 mW/mm²
INFO  metric vdd_ir_drop_max = between 0.0001 and 0.00015 V
INFO  metric insertion_delay = 0.74 ns
INFO  metric clkTransAtPathRegs = 0.06 ns
INFO  metric placed_area = 0.0516 mm²
INFO  metric lay_top_cells = 2,010 x nand2_1, 1,053 x a21oi_1, 992 x dfxtp_1
INFO  metric worstPathRequired = 9.20 ns
INFO  metric gp_congestion = 1.10
INFO  metric cells_taking_the_most_area_after_synthesis = dfxtp_1 41%, nand2_1 16%, a21oi_1 11%
INFO  metric maximum_number_of_buffers_from_clock_root_to_sink = 3
INFO  metric min_path_type = flip-flop to flip-flop
INFO  metric path_cells = buf_4 > buf_4 > and3b_2 > buf_4 > and2_1 > buf_4 > a22oi_1 > nand3_1 > o31a_1 > clkdlybuf4s50_1
INFO  metric post-place-cells = 7,882
INFO  metric dp_worst_setup_slack = 2.65 ns
INFO  metric fin_hold_ws = 0.466 ns
INFO  metric synth-area-yosys = 0.0486 mm²
INFO  metric ys_seq_share = 0.409
INFO  metric lay_top_count = nand2_1
INFO  metric synth_cell_type_count = roughly 68
INFO  metric worst_path_max_delay_cell = and2_1
INFO  metric synth_cell_area = 0.0486 mm²
INFO  metric grt_max_degree = about 150
INFO  metric hold-path-cell-count = 2
INFO  metric power.share.sequential = 0.435
INFO  metric placement_rows = 127
INFO  metric antenna_left = 0
INFO  metric most_common_cell_type_on_the_critical_path = buf_4
INFO  metric htree_num_levels = 3
INFO  metric post-route-period-util = 0.809
INFO  metric synth.top_cell.area_share = 0.409
INFO  metric final_critical_path_setup_slack = 2.19 ns
INFO  metric run_status = complete, no violations
INFO  metric timing_worst_setup_path_type = input pin to output pin
INFO  metric layout-drive-gt1-share = 0.0988
INFO  metric final_core_utilization = 0.463
INFO  metric pwr-share-comb = 0.077
INFO  metric gr-usage-all-layers = 0.580
INFO  metric dp_hpwl = 216 mm
INFO  metric final_report_setup_violation_count = 0
synth_stat cells (37+ instances only):
cell and n:
nand3_1 87, o22ai_1 57, a2111oi_0 111, and3_1 350, nand2_1 2041, buf_2 99
a21oi_1 1053, nand4_1 148, dfxtp_1 992, nor2_1 78, clkbuf_1 549, a22oi_1 429
and2_1 37, o31a_1 53, mux2i_1 168
cell type report:
cell class                      count  area, µm²  share of cell area
Multi-Input combinational cell   4877      26500               0.475
Sequential cell                   992      19900               0.357
Timing Repair Buffer              396       3270              0.0588
Clock buffer                      154       3250              0.0585
Tap cell                         1612       2020              0.0363
Clock inverter                     51        647              0.0116
Antenna cell                       45        113             0.00202
Inverter                            5       18.8            0.000337
routing by layer:
metal | GRT usage | wire (µm) | vias to the layer above
li1 | - | - | 22848
met1 | 0.714 | 123000 | 27698
met2 | 0.739 | 134000 | 5419
met3 | 0.351 | 62200 | 1768
met4 | 0.416 | 32000 | 48
met5 | 0.0306 | 627 | -
worst max-delay path, delay by kind of cell:
kind	cells	cell delay [ns]
buffers and inverters	5	2.55
and+or+nand+nor	3	1.62
AOI/OAI and AO/OA	2	0.42
kinds of logic (layout without fill, tap and decap cells):
family                 after synthesis  in the layout  share of synthesized area
and+or+nand+nor                   2863           2863                      0.261
DFF                                992            992                      0.409
muxes                              184            184                     0.0383
AOI/OAI and AO/OA                 1830           1830                      0.236
other                                0             45                          0
buffers and inverters              677            606                     0.0564
power by group through the flow:
stage / clock, mW / combinational (mW) / sequential, mW
6_report: 3.91 / 0.617 / 3.49
5_1_grt: 4.02 / 0.590 / 3.49
4_1_cts: 3.89 / 0.562 / 3.49
final timing paths:
| path | start | end |
|---|---|---|
| hold / removal | reg_x25[11] | reg_x25[11] |
| setup / recovery | rs2Addr_In[2] | rs2_Out[28] |
| setup reg to reg | reg_x12[12] | reg_x12[12] |
| hold reg to reg | reg_x25[11] | reg_x25[11] |
Power is estimated from default activity; no workload was simulated.
