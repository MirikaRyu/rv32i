## design/flow/run.sh

```bash
#!/bin/bash
# OpenROAD 26Q1-2900-gdf79404cd8, Yosys 0.63+post, stock flow scripts
make -C /OpenROAD-flow-scripts/flow DESIGN_CONFIG=/design/flow/config.mk WORK_HOME=/design/flow/orfs finish
```

## design/flow/config.mk

```make
export PLATFORM = sky130hd
export DESIGN_NAME = Executor
export DESIGN_NICKNAME = Executor
export VERILOG_FILES = /design/flow/design.v
export SDC_FILE = /design/flow/constraint.sdc
export NUM_CORES = 4
export LEC_CHECK = 1
export CORE_UTILIZATION = 40
```

## design/flow/constraint.sdc

```tcl
current_design Executor

set clk_period 26.6
set clk_io_pct 0.2

create_clock -name clk0 -period $clk_period

set non_clock_inputs [all_inputs -no_clocks]
set_input_delay [expr $clk_period * $clk_io_pct] -clock clk0 $non_clock_inputs
set_output_delay [expr $clk_period * $clk_io_pct] -clock clk0 [all_outputs]
```

## design/flow/design.v

```verilog
module Executor
    (
        output reg [31 : 0] pcWrite_Out,
        output reg pcFlush_Out,
        output reg [4 : 0] rdAddr_Out,
        output reg [31 : 0] rdWrite_Out,
        output reg rdEnable_Out,
        input wire [5 : 0] opCode_In,
        input wire [4 : 0] rdAddr_In,
        input wire [31 : 0] resource1_In,
        input wire [31 : 0] resource2_In,
        input wire [31 : 0] offset_In,
        input wire [31 : 0] pc_In,
        output reg [31 : 0] memAddr_Out,
        output reg [31 : 0] memData_Out,
        output reg [1 : 0] memDataWidth_Out,
        output reg memIsRead_Out,
        output wire memAccess_Out,
        input wire memAccessOK_In,
        input wire [31 : 0] memData_In,
        input wire [6 - 1 : 0] memException_In,
        input wire canWriteBack_In,
        output wire instrIsConsumed_Out,
        output reg [6 - 1 : 0] exception_Out);
    reg try_access_mem;
    assign memAccess_Out = !canWriteBack_In && try_access_mem;            
    assign instrIsConsumed_Out = try_access_mem ? memAccessOK_In : 1'b1;  
    reg [31 : 0] alu_inputA;
    reg [31 : 0] alu_inputB;
    reg [5 : 0] alu_op;
    wire [31 : 0] alu_result;
    ALU alu(.inputA_In(alu_inputA),
            .inputB_In(alu_inputB),
            .opCode_In(alu_op),
            .result_Out(alu_result));
    reg [31 : 0] pc_alu_input;
    reg pc_alu_add_offset;
    wire [31 : 0] pc_alu_result;
    PCALU pc_alu(.pc_In(pc_In),
                 .offset_In(pc_alu_input),
                 .plusOffset_In(pc_alu_add_offset),
                 .pc_Out(pc_alu_result));
    always @(*)
    begin
        alu_op = opCode_In;
        alu_inputA = resource1_In;
        alu_inputB = resource2_In;
        pc_alu_input = offset_In;
        pc_alu_add_offset = 0;
        rdAddr_Out = rdAddr_In;
        rdWrite_Out = alu_result;
        rdEnable_Out = canWriteBack_In;
        pcWrite_Out = pc_alu_result;
        pcFlush_Out = 0;
        memAddr_Out = alu_result;
        memData_Out = 0;
        memDataWidth_Out = 2'h0;
        memIsRead_Out = 1;
        try_access_mem = 0;
        exception_Out = memException_In;
        case (opCode_In)
            6'h0, 6'h1:
                ;
            6'h2, 6'h3, 6'h4:
                ;
            6'h5, 6'h6, 6'h7:
                ;
            6'h8, 6'h9:
                ;
            6'h1a:
                rdWrite_Out = resource1_In;
            6'h1b: begin
                alu_op = 6'h0;
                alu_inputA = pc_In;
                alu_inputB = 32'd4;
                pcWrite_Out = alu_result;
                pc_alu_input = 0;
                pc_alu_add_offset = 1;
                rdWrite_Out = pc_alu_result;
            end
            6'ha: begin
                alu_op = 6'h0;
                memDataWidth_Out = 2'h1;
                rdWrite_Out = memData_In;
                try_access_mem = 1;
            end
            6'hb, 6'hc: begin
                alu_op = 6'h0;
                memDataWidth_Out = 2'h2;
                if (opCode_In == 6'hb)
                    rdWrite_Out = {{16{memData_In[15]}}, memData_In[15 : 0]};
                else
                    rdWrite_Out = {16'b0, memData_In[15 : 0]};
                try_access_mem = 1;
            end
            6'hd, 6'he: begin
                alu_op = 6'h0;
                memDataWidth_Out = 2'h3;
                if (opCode_In == 6'hd)
                    rdWrite_Out = {{24{memData_In[7]}}, memData_In[7 : 0]};
                else
                    rdWrite_Out = {24'b0, memData_In[7 : 0]};
                try_access_mem = 1;
            end
            6'hf, 6'h10, 6'h11: begin
                alu_inputB = offset_In;
                alu_op = 6'h0;
                rdEnable_Out = 0;
                case (opCode_In)
                    6'hf:
                        memDataWidth_Out = 2'h1;
                    6'h10:
                        memDataWidth_Out = 2'h2;
                    6'h11:
                        memDataWidth_Out = 2'h3;
                    default:
                        memDataWidth_Out = 2'h0;
                endcase
                memData_Out = resource2_In;
                memIsRead_Out = 0;
                try_access_mem = 1;
            end
            6'h12, 6'h13: begin
                rdEnable_Out = 0;
                if ((resource1_In != resource2_In) ^ (opCode_In == 6'h12))
                begin
                    pc_alu_add_offset = 1;
                    pcFlush_Out = 1;
                end
            end
            6'h14, 6'h16, 6'h15, 6'h17: begin
                rdEnable_Out = 0;
                if (opCode_In == 6'h14 || opCode_In == 6'h15)
                    alu_op = 6'h8;
                else
                    alu_op = 6'h9;
                if ((|alu_result ^ (opCode_In == 6'h15 || opCode_In == 6'h17)) ||
                    (~|alu_result ^ (opCode_In == 6'h14 || opCode_In == 6'h16)))
                begin
                    pc_alu_add_offset = 1;
                    pcFlush_Out = 1;
                end
            end
            6'h18: begin
                rdWrite_Out = pc_In;
                pc_alu_add_offset = 1;
                pcFlush_Out = 1;
                if (|pcWrite_Out[1 : 0])
                    exception_Out = 6'h4;
            end
            6'h19: begin
                rdWrite_Out = pc_In;
                alu_op = 6'h0;
                pcWrite_Out = alu_result & ~32'b1;
                pcFlush_Out = 1;
                if (|pcWrite_Out[1 : 0])
                    exception_Out = 6'h4;
            end
            6'h1c: begin
                rdWrite_Out = 0;
                exception_Out = 6'h5;
            end
            6'h1d: begin
                rdWrite_Out = 0;
                exception_Out = 6'h6;
            end
            6'h1f:
                rdWrite_Out = 0;  
            default: begin
                rdWrite_Out = 0;
                exception_Out = 6'h1;
            end
        endcase
    end
endmodule
module ALU
    (input wire [31 : 0] inputA_In,
     input wire [31 : 0] inputB_In,
     input wire [5 : 0] opCode_In,
     output reg [31 : 0] result_Out);
    wire [31 : 0] sub_result = inputA_In - inputB_In;
    always @(*)
    begin
        case (opCode_In)
            6'h0:
                result_Out = inputA_In + inputB_In;
            6'h1:
                result_Out = sub_result;
            6'h2:
                result_Out = inputA_In & inputB_In;
            6'h3:
                result_Out = inputA_In | inputB_In;
            6'h4:
                result_Out = inputA_In ^ inputB_In;
            6'h5:
                result_Out = inputA_In << inputB_In[4 : 0];
            6'h6:
                result_Out = inputA_In >> inputB_In[4 : 0];
            6'h7:
                result_Out = $signed(inputA_In) >>> inputB_In[4 : 0];
            6'h8:
                if (inputA_In[31] == inputB_In[31])
                    result_Out = sub_result[31] ? 32'b1 : 0;
                else
                    result_Out = inputA_In[31] ? 32'b1 : 0;
            6'h9:
                result_Out = (inputA_In < inputB_In) ? 32'b1 : 0;
            default:
                result_Out = 0;
        endcase
    end
endmodule
module PCALU
    (input wire [31 : 0] pc_In,
     input wire [31 : 0] offset_In,
     input wire plusOffset_In,
     output wire [31 : 0] pc_Out);
    assign pc_Out = plusOffset_In ? (pc_In + offset_In) - 4 : pc_In + 4;
endmodule
```

==> results.txt <==
The full implementation flow was run.

The run finished with clean final reports. STA classifies the critical path startpoint as a primary input. Per the GRT congestion report, total overflow comes to 0.

The post-route setup TNS stands at 0 ps. The die covers between 40000 and 50000 µm². The vertical die dimension reported for this design is ~200 µm. The worst endpoint data arrival time stands at ~16000 ps. The clock period minus final worst setup slack stands at 21070 ps. Setup repair after global routing left no endpoint under its margin. The floorplan has ~70 rows. The standard cell core area stands at between 30000 and 40000 µm². The critical path is of the in2out type.

The wire length on met3 stands at between 10 and 15 mm. For reference, the post-synthesis area per instance comes to slightly above 6 µm². The number of antenna-violating nets in the routed design stands at 0.

Looking at the critical path, the single cell with the biggest stage delay is clkdlybuf4s50_1. The finished layout holds approximately 3300 standard cells, fillers aside. The switching power of the nets stands at 301 µW. Among all stages on the critical path, the maximum delay recorded is 970 ps. After legalization and detailed placement, the total HPWL measured just under 80 mm. The internal power stands at ~190 µW. The number of antenna violations at the first check in global routing stands at 4. The post-route met1 wirelength stands at 37.7 mm.

The area growth from synthesis to layout stands at 24.2%. The number of global-route vias before repair is about 20000. The synthesized instance count stands at approximately 2600. The number of max-capacitance violations reported stands at 0. The maximum number of pins on one net before global-route repair stands at approximately 80.

The OpenROAD warning count stands at between 90 and 100. The wire length of the first global-routing pass stands at ~140 mm. Buffers added to address setup during post-CTS repair amount to 0.

The total track usage stands at a little under half. The pin closest to its max-slew limit shows a slew of approximately 1100 ps. The total power consumption of the routed design stands at ~490 µW. The worst vdd rail ir drop stands at between 0.01 and 0.015 mV. The number of clock buffers in the layout stands at 0.

The synthesized netlist contains 91 unique library cells. For this run, the top clock speed supported by timing is ~47 MHz. The number of DRC violations after detailed routing stands at 0. The number of primary I/O pins stands at ~330. The layout cell share with drive strength beyond 1 stands at about 5.3%. The maximum fanout encountered on the critical timing path stands at between 40 and 50. For this run, the detailed router reports a per-instance via density of between 6 and 7. Per the placement report, the placed cell count is approximately 3300. The number of optimization iterations in the first detailed-route pass stands at 6. In this run the tool buffered the top-level ports with roughly 320 buffer cells. The warning count from the yosys run stands at 2. Of the available clock period, the critical path in the final layout requires around four fifths. On the final layout, the worst hold slack is 10640 ps. The data required time reported for the critical path is roughly 21000 ps. The switching share of power stands at a little over 60%. The design has 0 sequential cells. The routed length on met2 stands at approximately 40 mm. By instance count, the cell type seen most on the critical path is nor2_1. The floorplan step records an initial core utilization of 40.7%. The max-slew headroom at the worst pin stands at around a quarter. Per the detail_route log, the uppermost layer with routed signals is met5.

The routed layout has around 22000 vias. The stat command in Yosys gives a chip area of between 15000 and 20000 µm². The final routed wire length divided by cell count stands at roughly 29 µm. The cell area power density stands at 24.8 nW/µm². The final number of max-transition violations stands at 0.

The worst setup path is captured at a primary output. Measured along the x axis, the die boundary spans approximately 200 µm. The detailed router's first-iteration violation count stands at around 3200.

The post-cts resize count stands at 0. The final-report hold violation count stands at 0. Checking hold timing, the worst path is listed with class in2out. Per the finish-stage timing summary, setup violations number 0. The leakage power stands at between 0.008 and 0.009 µW.

The number of cells reported by Yosys stat comes to 2601. The netlist area before placement stands at around 16000 µm². The number of buffers added to fix hold violations after cts stands at 0. The combined flip-flop and latch cell area stands at 0 µm².

The detailed router reported a total wirelength of just under 100 mm. The placer's final routability congestion estimate stands at 1.12. Of the synthesized area, sequential elements account for 0%.
worst max-delay path: cells and delay by family:
kind            cells  cell delay [ps]
compound gates     11             3050
simple gates       17             2980
buf+inv             5             2700
fa+ha+maj           2              840
mux                 2              810
per-stage QoR:
step / instance area (µm²) / utilization (%) / setup slack (ps)
6_report: 19600 / 50.6 / 5530
3_3_place_gp: 19600 / 50.6 / 6020
5_1_grt: 19600 / 50.6 / 5050
3_5_place_dp: 19600 / 50.6 / 5880
4_1_cts: 19600 / 50.6 / 5830
2_1_floorplan: 15800 / - / 8380
synth_stat cells (10+ instances only):
| library cell | number | area [µm²] |
|---|---|---|
| nor3_1 | 118 | 591 |
| a31oi_1 | 23 | 144 |
| a21oi_1 | 216 | 1080 |
| a211oi_1 | 29 | 218 |
| o31ai_1 | 19 | 143 |
| o211ai_1 | 33 | 248 |
| xnor2_1 | 61 | 534 |
| nor4_1 | 53 | 332 |
| and3_1 | 21 | 131 |
| a311oi_1 | 11 | 96.3 |
| and2_1 | 40 | 250 |
| clkbuf_1 | 130 | 488 |
| nand2_1 | 349 | 1310 |
| a22o_1 | 15 | 131 |
| inv_1 | 206 | 773 |
| nand2b_1 | 23 | 144 |
| nand3_1 | 72 | 360 |
| o2111ai_1 | 30 | 263 |
| nand4_1 | 14 | 87.6 |
| o22ai_1 | 20 | 125 |
| a21o_1 | 23 | 173 |
| nor2b_1 | 24 | 150 |
| mux2i_1 | 98 | 981 |
| nor2_1 | 245 | 920 |
| or3_1 | 17 | 106 |
| a211o_1 | 10 | 87.6 |
| o21a_1 | 18 | 135 |
| o21ai_0 | 162 | 811 |
| o221ai_1 | 18 | 158 |
| buf_1 | 30 | 113 |
| buf_2 | 14 | 70.1 |
| xor2_1 | 48 | 420 |
| a22oi_1 | 40 | 300 |
| a221oi_1 | 35 | 307 |
| ha_1 | 159 | 1990 |
| mux2_2 | 18 | 203 |
layout by cell type (no fill, tap or decap), types with 35 or more instances in the layout:
cell and count:
nand2_1 347, clkdlybuf4s50_1 315, nor2_1 240, a21oi_1 215
inv_1 206, o21ai_0 162, ha_1 159, nor3_1 116
mux2i_1 96, buf_4 94, nand3_1 72, xnor2_1 61
nor4_1 53, xor2_1 48, and2_1 40, a22oi_1 40
a221oi_1 35
power groups by stage:
stage         logic (µW)  clock network [µW]  registers (µW)
global route         512           0.0000101               0
CTS                  467                   0               0
final timing paths:
path | startpoint | endpoint | slack [ps] | cells after the start
min | rdAddr_In[0] | rdAddr_Out[0] | 10640 | 0
max | opCode_In[3] | pcWrite_Out[3] | 5530 | 37
kinds of logic after synthesis:
family | share of synthesized area [%]
XOR/XNOR | 6.04
adder cells (fa/ha/maj) | 13.1
multiplexers | 7.49
AND/OR/NAND/NOR | 30.1
buffers and inverters | 9.81
AND-OR/OR-AND | 33.5
metal layers:
metal	track usage, %	up-vias
li1	-	9914
met1	63.4	10300
met2	68.8	1816
met3	14.8	369
met4	24.0	2
met5	0	-
layout make-up:
class,instances,area (µm²)
Antenna cell,3,7.51
Tap cell,518,648
Inverter,209,787
Fill cell,3865,19200
Timing Repair Buffer,409,3860
Multi-Input combinational cell,2207,14300
Power is estimated from default activity; no workload was simulated.
