`./run.sh`:
```
#!/bin/bash
# OpenROAD 26Q1-2900-gdf79404cd8, Yosys 0.63+post, stock flow scripts
make -C /OpenROAD-flow-scripts/flow DESIGN_CONFIG=/design/flow/config.mk WORK_HOME=/design/flow/orfs finish
```
`./config.mk`:
```
export PLATFORM = sky130hd
export DESIGN_NAME = InstructionDecode
export DESIGN_NICKNAME = InstructionDecode
export VERILOG_FILES = /design/flow/design.v
export SDC_FILE = /design/flow/constraint.sdc
export NUM_CORES = 4
export LEC_CHECK = 1
export CORE_AREA = 10 10 113 113
export DIE_AREA = 0 0 123 123
```
`./constraint.sdc`:
```
current_design InstructionDecode

set clk_period 12.0
set clk_io_pct 0.2

create_clock -name clk0 -period $clk_period

set non_clock_inputs [all_inputs -no_clocks]
set_input_delay [expr $clk_period * $clk_io_pct] -clock clk0 $non_clock_inputs
set_output_delay [expr $clk_period * $clk_io_pct] -clock clk0 [all_outputs]
```
`./design.v`:
```
module InstructionDecode
    (
        input wire [31 : 0] instr_In,
        output reg [4 : 0] rs1Addr_Out,
        input wire [31 : 0] rs1_In,
        output reg rs1Enable_Out,
        output reg [4 : 0] rs2Addr_Out,
        input wire [31 : 0] rs2_In,
        output reg rs2Enable_Out,
        output reg [5 : 0] opCode_Out,
        output reg [4 : 0] rdAddr_Out,
        output reg [31 : 0] resource1_Out,
        output reg [31 : 0] resource2_Out,
        output reg [31 : 0] offset_Out,
        output wire [6 - 1 : 0] exception_Out);
    wire [6 : 0] opcode = instr_In[6 : 0];
    wire [4 : 0] rd_addr = instr_In[11 : 7];
    wire [2 : 0] funct3 = instr_In[14 : 12];
    wire [4 : 0] rs1_addr = instr_In[19 : 15];
    wire [4 : 0] rs2_addr = instr_In[24 : 20];
    wire [6 : 0] funct7 = instr_In[31 : 25];
    reg [2 : 0] instr_type;
    reg [6 - 1 : 0] type_exception;
    always @(*)
    begin
        type_exception = 6'h0;
        casez (opcode)
            7'b0110011:
                instr_type = 3'h0;  
            7'b00?0011, 7'b1100111:
                instr_type = 3'h1;  
            7'b0?10111:
                instr_type = 3'h4;  
            7'b1100011:
                instr_type = 3'h3;  
            7'b1101111:
                instr_type = 3'h5;  
            7'b0100011:
                instr_type = 3'h2;  
            7'b1110011, 7'b0001111:
                instr_type = 3'h7;  
            default: begin
                instr_type = 3'h7;
                type_exception = 6'h1;
            end
        endcase
    end
    wire [31 : 0] imm;
    ImmediateGen imm_gen(.instr_In(instr_In),
                         .instrType_In(instr_type),
                         .imm_Out(imm));
    always @(*)
    begin
        case (instr_type)
            3'h0: begin
                rdAddr_Out = rd_addr;
                rs1Enable_Out = 1;
                rs2Enable_Out = 1;
                rs1Addr_Out = rs1_addr;
                rs2Addr_Out = rs2_addr;
                resource1_Out = rs1_In;
                resource2_Out = rs2_In;
                offset_Out = 0;
            end
            3'h1: begin
                rdAddr_Out = rd_addr;
                rs1Enable_Out = 1;
                rs1Addr_Out = rs1_addr;
                resource1_Out = rs1_In;
                rs2Enable_Out = 0;
                rs2Addr_Out = 0;
                resource2_Out = imm;
                offset_Out = 0;
            end
            3'h2, 3'h3: begin
                rdAddr_Out = 0;
                rs1Enable_Out = 1;
                rs2Enable_Out = 1;
                rs1Addr_Out = rs1_addr;
                rs2Addr_Out = rs2_addr;
                resource1_Out = rs1_In;
                resource2_Out = rs2_In;
                offset_Out = imm;
            end
            3'h4: begin
                rdAddr_Out = rd_addr;
                rs1Enable_Out = 0;
                rs1Addr_Out = 0;
                resource1_Out = imm;
                rs2Enable_Out = 0;
                rs2Addr_Out = 0;
                resource2_Out = 0;
                offset_Out = 0;
            end
            3'h5: begin
                rdAddr_Out = rd_addr;
                rs1Enable_Out = 0;
                rs1Addr_Out = 0;
                resource1_Out = 0;
                rs2Enable_Out = 0;
                rs2Addr_Out = 0;
                resource2_Out = 0;
                offset_Out = imm;
            end
            default: begin
                rdAddr_Out = 0;
                rs1Enable_Out = 0;
                rs1Addr_Out = 0;
                resource1_Out = 0;
                rs2Enable_Out = 0;
                rs2Addr_Out = 0;
                resource2_Out = 0;
                offset_Out = 0;
            end
        endcase
    end
    reg [6 - 1 : 0] opcode_exception;
    always @(*)
    begin
        opCode_Out = 6'h3f;
        opcode_exception = 6'h0;
        case (instr_type)
            3'h0:
                if (~|funct7)
                    case (funct3)
                        3'b000:
                            opCode_Out = 6'h0;
                        3'b001:
                            opCode_Out = 6'h5;
                        3'b010:
                            opCode_Out = 6'h8;
                        3'b011:
                            opCode_Out = 6'h9;
                        3'b100:
                            opCode_Out = 6'h4;
                        3'b101:
                            opCode_Out = 6'h6;
                        3'b110:
                            opCode_Out = 6'h3;
                        3'b111:
                            opCode_Out = 6'h2;
                        default:
                            opcode_exception = 6'h1;
                    endcase
                else if (funct7 == 7'b0100000)
                    case (funct3)
                        3'b000:
                            opCode_Out = 6'h1;
                        3'b101:
                            opCode_Out = 6'h7;
                        default:
                            opcode_exception = 6'h1;
                    endcase
                else
                    opcode_exception = 6'h1;
            3'h1:
                if (opcode == 7'b0010011)  
                    case (funct3)
                        3'b000:
                            opCode_Out = 6'h0;
                        3'b001:
                            if (~|funct7)
                                opCode_Out = 6'h5;
                            else
                            begin
                                opCode_Out = 6'h3f;
                                opcode_exception = 6'h1;
                            end
                        3'b010:
                            opCode_Out = 6'h8;
                        3'b011:
                            opCode_Out = 6'h9;
                        3'b100:
                            opCode_Out = 6'h4;
                        3'b101:
                            case (funct7)
                                7'b0000000:
                                    opCode_Out = 6'h6;
                                7'b0100000:
                                    opCode_Out = 6'h7;
                                default: begin
                                    opCode_Out = 6'h3f;
                                    opcode_exception = 6'h1;
                                end
                            endcase
                        3'b110:
                            opCode_Out = 6'h3;
                        3'b111:
                            opCode_Out = 6'h2;
                        default:
                            opcode_exception = 6'h1;
                    endcase
                else if (opcode == 7'b0000011)  
                    case (funct3)
                        3'b000:
                            opCode_Out = 6'hd;
                        3'b001:
                            opCode_Out = 6'hb;
                        3'b010:
                            opCode_Out = 6'ha;
                        3'b100:
                            opCode_Out = 6'he;
                        3'b101:
                            opCode_Out = 6'hc;
                        default:
                            opcode_exception = 6'h1;
                    endcase
                else  
                    if (~|funct3)
                        opCode_Out = 6'h19;
                    else
                        opcode_exception = 6'h1;
            3'h2:
                case (funct3)
                    3'b000:
                        opCode_Out = 6'h11;
                    3'b001:
                        opCode_Out = 6'h10;
                    3'b010:
                        opCode_Out = 6'hf;
                    default:
                        opcode_exception = 6'h1;
                endcase
            3'h3:
                case (funct3)
                    3'b000:
                        opCode_Out = 6'h12;
                    3'b001:
                        opCode_Out = 6'h13;
                    3'b100:
                        opCode_Out = 6'h14;
                    3'b101:
                        opCode_Out = 6'h15;
                    3'b110:
                        opCode_Out = 6'h16;
                    3'b111:
                        opCode_Out = 6'h17;
                    default:
                        opcode_exception = 6'h1;
                endcase
            3'h4:
                if (instr_In[5])
                    opCode_Out = 6'h1a;
                else
                    opCode_Out = 6'h1b;
            3'h5:
                opCode_Out = 6'h18;
            3'h7:
                case (opcode)
                    7'b1110011:
                        if (~|instr_In[31 : 7])
                            opCode_Out = 6'h1c;
                        else if (~|instr_In[31 : 21] && instr_In[20] && ~|instr_In[19 : 7])
                            opCode_Out = 6'h1d;
                        else
                            opcode_exception = 6'h1;
                    7'b0001111:
                        if (~|funct3)
                            opCode_Out = 6'h1f;
                        else
                            opcode_exception = 6'h1;
                    default:
                        opcode_exception = 6'h1;
                endcase
            default:
                opcode_exception = 6'h1;
        endcase
    end
    assign exception_Out = (opcode_exception == 6'h0) ? type_exception : opcode_exception;
endmodule
module ImmediateGen
    (input wire [31 : 0] instr_In,
     input wire [2 : 0] instrType_In,
     output reg [31 : 0] imm_Out);
    always @(*)
    begin
        case (instrType_In)
            3'h1:
                imm_Out = {{21{instr_In[31]}}, instr_In[30 : 25], instr_In[24 : 21], instr_In[20]};
            3'h2:
                imm_Out = {{21{instr_In[31]}}, instr_In[30 : 25], instr_In[11 : 8], instr_In[7]};
            3'h3:
                imm_Out = {{20{instr_In[31]}}, instr_In[7], instr_In[30 : 25], instr_In[11 : 8], 1'b0};
            3'h4:
                imm_Out = {instr_In[31], instr_In[30 : 20], instr_In[19 : 12], 12'b0};
            3'h5:
                imm_Out = {{12{instr_In[31]}}, instr_In[19 : 12], instr_In[20],
                           instr_In[30 : 25],  instr_In[24 : 21], 1'b0};
            default:
                imm_Out = 0;
        endcase
    end
endmodule
```
==> impl_results.html <==
<h3>Run summary</h3>
<table>
<tr><th>Metric</th><th>Value</th></tr>
<tr><th colspan="2">Run status</th></tr>
<tr><td>Result of the run</td><td>finished, final reports clean</td></tr>
<tr><th colspan="2">Synthesis</th></tr>
<tr><td>Per-instance average area after synthesis</td><td>6.08 um2</td></tr>
<tr><td>Most repeated cell in the gate-level netlist after synthesis</td><td>sky130_fd_sc_hd__nand2_1</td></tr>
<tr><td>Post-synthesis cell type with the largest combined area</td><td>sky130_fd_sc_hd__a22o_1</td></tr>
<tr><td>Prevailing logic family in the synthesized netlist</td><td>AND-OR/OR-AND gates</td></tr>
<tr><td>Compound-Gate Fraction of Synth Area</td><td>44.9%</td></tr>
<tr><td>Cells in synth_stat.txt</td><td>314</td></tr>
<tr><td>Synth Instances</td><td>314</td></tr>
<tr><td>Mux cell area share</td><td>0.525%</td></tr>
<tr><td>Synth Area in Simple Gates</td><td>41.2%</td></tr>
<tr><td>Adder Area Share</td><td>0%</td></tr>
<tr><td>Chip area line of the yosys report</td><td>0.00191 mm2</td></tr>
<tr><td>Area share of xor/xnor cells in the synthesized design</td><td>0.918%</td></tr>
<tr><td>Top cells by count</td><td>40 x sky130_fd_sc_hd__nand2_1, 34 x sky130_fd_sc_hd__a21oi_1, 28 x sky130_fd_sc_hd__and2_1</td></tr>
<tr><td>Post-synthesis instance area</td><td>0.00191 mm2</td></tr>
<tr><td>Share of synthesized area occupied by flip-flops and latches</td><td>0%</td></tr>
<tr><td>Number of different library cells in the post-synthesis netlist</td><td>57</td></tr>
<tr><td>Post-synth area hogs</td><td>sky130_fd_sc_hd__a22o_1 10%, sky130_fd_sc_hd__a21o_1 9.4%, sky130_fd_sc_hd__and2_1 9.2%, sky130_fd_sc_hd__a21oi_1 8.9%, sky130_fd_sc_hd__nand2_1 7.9%</td></tr>
<tr><td>Fraction of post-synthesis cell area in the top cell type by area</td><td>10.1%</td></tr>
<tr><td>Number of warnings reported in the yosys synthesis log</td><td>2</td></tr>
<tr><th colspan="2">CTS</th></tr>
<tr><td>Post_cts resized</td><td>0</td></tr>
<tr><td>Setup Fix Bufs, Post-CTS</td><td>0</td></tr>
<tr><td>Count of hold-fix buffers inserted at cts</td><td>0</td></tr>
<tr><th colspan="2">Drt</th></tr>
<tr><td>Number of vias per cell</td><td>4.84</td></tr>
<tr><td>Drt first pass iters</td><td>4</td></tr>
<tr><td>Vias after detailed routing</td><td>3,095</td></tr>
<tr><td>Antenna Cells</td><td>0</td></tr>
<tr><td>Drt total wl</td><td>13,000 um</td></tr>
<tr><td>WL per Instance</td><td>20.3 um</td></tr>
<tr><td>Iteration-0 DRC count of the detailed router</td><td>196</td></tr>
<tr><td>DR DRC count</td><td>0</td></tr>
<tr><td>Residual antenna-violating net count after detailed routing</td><td>0</td></tr>
<tr><th colspan="2">Finish</th></tr>
<tr><td>Total area of sequential cells</td><td>0 um2</td></tr>
<tr><td>Layout overhead on the synthesized area</td><td>115%</td></tr>
<tr><td>Sequential cells</td><td>0</td></tr>
<tr><td>Post-layout instance count excluding filler cells</td><td>640</td></tr>
<tr><td>Clock buffer count</td><td>0</td></tr>
<tr><td>Share of post-route cells with drive strength above 1</td><td>4.37%</td></tr>
<tr><th colspan="2">STA</th></tr>
<tr><td>Worst relative slew slack</td><td>47.5%</td></tr>
<tr><td>Number of slew-limit violations in the final report</td><td>0</td></tr>
<tr><td>Final clock period utilization by the worst path</td><td>65.6%</td></tr>
<tr><td>Final worst slack</td><td>4.13 ns</td></tr>
<tr><td>Number of endpoints failing setup at the final stage</td><td>0</td></tr>
<tr><td>Shortest period the worst path allows</td><td>7.87 ns</td></tr>
<tr><td>Peak Freq</td><td>0.127 GHz</td></tr>
<tr><td>RSZ-0062 raised after global routing</td><td>false</td></tr>
<tr><td>Worst-Margin Slew</td><td>0.784 ns</td></tr>
<tr><td>Count of final hold-check violations</td><td>0</td></tr>
<tr><td>Setup TNS</td><td>0 ns</td></tr>
<tr><th colspan="2">Critical path</th></tr>
<tr><td>Ordered cell list for the critical path</td><td>clkdlybuf4s50_1, nor2_1, and3_1, nand2_1, a21oi_1, buf_4, a21o_1, clkdlybuf4s50_1</td></tr>
<tr><td>CP Capture Type</td><td>primary output</td></tr>
<tr><td>Crit path arrival time</td><td>5.47 ns</td></tr>
<tr><td>Largest incremental delay on the critical path</td><td>0.71 ns</td></tr>
<tr><td>Critical path class</td><td>input port to primary output</td></tr>
<tr><td>Nature of the critical path startpoint</td><td>input port</td></tr>
<tr><td>Most frequent CP cell</td><td>sky130_fd_sc_hd__clkdlybuf4s50_1</td></tr>
<tr><td>Number of buffer and inverter stages on the critical path</td><td>3</td></tr>
<tr><td>Cell type of the slowest stage on the worst timing path</td><td>sky130_fd_sc_hd__and3_1</td></tr>
<tr><td>Maximum fanout along the worst path</td><td>21</td></tr>
<tr><td>Required @ worst endpoint</td><td>9.60 ns</td></tr>
<tr><td>Largest delay share family, worst path</td><td>buffers and inverters</td></tr>
<tr><th colspan="2">Placed design</th></tr>
<tr><td>Worst setup slack before clock tree synthesis</td><td>4.14 ns</td></tr>
<tr><td>IO Port Bufs</td><td>216</td></tr>
<tr><td>DP Cell Count</td><td>640</td></tr>
<tr><td>Dpl hpwl</td><td>10,800 um</td></tr>
<tr><td>Routability congestion estimate from global placement</td><td>0.911</td></tr>
<tr><th colspan="2">Power and ir drop</th></tr>
<tr><td>Total Power</td><td>72.8 uW</td></tr>
<tr><td>IR drop worst, VDD</td><td>0.00000906 V</td></tr>
<tr><td>P_leak</td><td>1.64 nW</td></tr>
<tr><td>Total power per unit cell area</td><td>17.7 mW/mm2</td></tr>
<tr><th colspan="2">Die</th></tr>
<tr><td>Core area</td><td>0.0103 mm2</td></tr>
<tr><td>Horizontal die dimension</td><td>123 um</td></tr>
<tr><td>Site row count</td><td>37</td></tr>
<tr><td>Die height</td><td>123 um</td></tr>
<tr><td>Number of ports placed on the die boundary</td><td>221</td></tr>
<tr><td>DIE AREA</td><td>0.0151 mm2</td></tr>
<tr><td>Init Core Util</td><td>18.5%</td></tr>
<tr><th colspan="2">Worst hold path</th></tr>
<tr><td>Type of the tightest min-delay check</td><td>input port to primary output</td></tr>
<tr><th colspan="2">Global route</th></tr>
<tr><td>Number of antenna violations at the first check in global routing</td><td>0</td></tr>
<tr><td>Leftover overflow at the end of global routing</td><td>0</td></tr>
<tr><td>Number of global-route vias before repair</td><td>3,131</td></tr>
<tr><td>Pin count of the biggest net entering global routing</td><td>36</td></tr>
<tr><td>Combined global-route utilization of all metal layers</td><td>15.5%</td></tr>
<tr><td>First-pass GRT wire length</td><td>18,700 um</td></tr>
<tr><th colspan="2">Job</th></tr>
<tr><td>Count of warning messages emitted by the tools</td><td>32</td></tr>
<tr><td>Count of max-cap constraint violations</td><td>0</td></tr>
</table>
-- path summary, 6_finish.rpt --
path / end / startpoint / cells past startpoint
setup / recovery: resource2_Out[29] / instr_In[6] / 8
hold / removal: resource1_Out[14] / rs1_In[14] / 4
-- power by group --
part / leakage, nW / switching, mW / internal [mW]
sequential: 0 / 0 / 0
combinational: 1.64 / 0.0282 / 0.0446
clock: 0 / 0 / 0
total: 1.64 / 0.0282 / 0.0446
-- routing by layer --
metal,wire length (um),vias to the layer above,GRT usage (%)
met1,5190,1409,19.3
met3,1440,6,5.27
met4,106,0,1.09
met5,0,-,0
met2,6230,165,26.4
li1,-,1515,-
-- cell type report --
class              count  area (um2)
inverters              3        11.3
repair buffers       223        2210
multi-input cells    278        1700
well taps            136         170
fillers             1071        6220
-- logic make-up after synthesis --
logic type      Yosys count
compound gates          124
xor+xnor                  2
buf+inv                  40
mux                       1
other cells               1
simple gates            146
-- metrics by stage --
stage               hold slack, ns  utilization (%)  area [um2]
global placement              5.69             39.7        4100
floorplan                     4.85                -        1920
CTS                           5.70             39.7        4100
finish                        5.69             39.7        4100
detailed placement            5.69             39.7        4100
global route                  5.72             39.7        4100
-- layout by cell type (no fill, tap or decap), drive strengths merged, types with 2 or more instances in the layout --
cell type      synthesis  final
clkdlybuf4s50          0    216
nand2                 40     40
a21oi                 34     34
and2                  30     30
a21o                  25     25
a22o                  22     22
nor2                  22     22
o21ai                 17     17
nor2b                  9      9
buf                   16      7
nor3                   6      6
and3                   6      6
nand4                  5      5
conb                   1      5
nand2b                 4      4
nor4                   4      4
nand3                  4      4
nand4b                 3      3
o22ai                  3      3
inv                    3      3
o2111ai                3      3
or2                    3      3
a211o                  3      3
and3b                  2      2
nand3b                 2      2
a31oi                  2      2
o31ai                  2      2
or4                    2      2
a22oi                  2      2
Power and IR drop assume default switching activity.
